==> flow/design.v <==
module JAM (
input CLK,
input RST,
output [2:0] W,
output [2:0] J,
input [6:0] Cost,
output reg [3:0] MatchCount,
output [9:0] MinCost,
output Valid );
reg [2:0]dataN[7:0];
reg [2:0]dataN_reg[7:0];
reg [2:0]countA,countA_next;
reg [3:0]countC,countC_next;
reg [2:0]fsm1,fsm1_next;
reg [2:0]fsm2,fsm2_next;
reg [9:0]sum;
reg mod,mod_next;
reg [10:0]MinCost1,MinCost1_next;
reg [3:0]MatchCount_next;
reg [2:0]dataA,dataA_next;
reg [2:0]dataB,dataB_next;
reg ch;
reg [2:0]dataC;
wire [9:0]sum_add_cost;
assign W = countC[2:0];
assign J = dataN_reg[0];
assign Valid  = (fsm2 == 3'd2)? 1'b1:1'b0;
assign MinCost = MinCost1[9:0];
assign sum_add_cost = sum + Cost;
always @(posedge CLK,posedge RST) 
begin
    if(RST)
    begin
        dataN[0] <= 3'd0;
        dataN[1] <= 3'd1;
        dataN[2] <= 3'd2;
        dataN[3] <= 3'd3;
        dataN[4] <= 3'd4;
        dataN[5] <= 3'd5;
        dataN[6] <= 3'd6;
        dataN[7] <= 3'd7;
        dataN_reg[0] <= 3'd0;
        dataN_reg[1] <= 3'd1;
        dataN_reg[2] <= 3'd2;
        dataN_reg[3] <= 3'd3;
        dataN_reg[4] <= 3'd4;
        dataN_reg[5] <= 3'd5;
        dataN_reg[6] <= 3'd6;
        dataN_reg[7] <= 3'd7;
        countA <= 3'd7;
        countC <= 4'd0;
        fsm1 <= 3'd0;
        fsm2 <= 3'd7;
        mod <= 1'b0;
        MinCost1 <= 11'h400;
        MatchCount <= 4'd1;
        dataA <= 3'd7;
        dataB <= 3'd0;
        sum <= 10'd0;
    end
    else 
    begin
        if(fsm2 == 3'b0 && countC <= 4'd8 &&  countC != 4'd0)
            sum <= sum_add_cost;
        if(fsm2 == 3'b1)
            sum <= 10'd0;
        if(ch == 1'b1)
        begin
            dataN[dataC] <= dataN[dataB];
            dataN[dataB] <= dataN[dataC];
        end
        if(fsm1 == 3'd1)
        begin
            case(dataA)
                3'd0:
                begin
                    dataN[1] <= dataN[7];
                    dataN[7] <= dataN[1];
                    dataN[2] <= dataN[6];
                    dataN[6] <= dataN[2];
                    dataN[3] <= dataN[5];
                    dataN[5] <= dataN[3];
                end
                3'd1:
                begin
                    dataN[2] <= dataN[7];
                    dataN[7] <= dataN[2];
                    dataN[3] <= dataN[6];
                    dataN[6] <= dataN[3];
                    dataN[4] <= dataN[5];
                    dataN[5] <= dataN[4];
                end
                3'd2:
                begin
                    dataN[3] <= dataN[7];
                    dataN[7] <= dataN[3];
                    dataN[4] <= dataN[6];
                    dataN[6] <= dataN[4];
                end
                3'd3:
                begin
                    dataN[4] <= dataN[7];
                    dataN[7] <= dataN[4];
                    dataN[5] <= dataN[6];
                    dataN[6] <= dataN[5];
                end
                3'd4:
                begin
                    dataN[5] <= dataN[7];
                    dataN[7] <= dataN[5];
                end
                3'd5:
                begin
                    dataN[6] <= dataN[7];
                    dataN[7] <= dataN[6];
                end
            endcase
        end 
        if(mod == 1'b1)
        begin
            dataN_reg[0] <= dataN[0];
            dataN_reg[1] <= dataN[1];
            dataN_reg[2] <= dataN[2];
            dataN_reg[3] <= dataN[3];
            dataN_reg[4] <= dataN[4];
            dataN_reg[5] <= dataN[5];
            dataN_reg[6] <= dataN[6];
            dataN_reg[7] <= dataN[7];
        end
        else if(fsm2 == 3'd0 && countC != 4'd8)
        begin
            dataN_reg[0] <= dataN_reg[1];
            dataN_reg[1] <= dataN_reg[2];
            dataN_reg[2] <= dataN_reg[3];
            dataN_reg[3] <= dataN_reg[4];
            dataN_reg[4] <= dataN_reg[5];
            dataN_reg[5] <= dataN_reg[6];
            dataN_reg[6] <= dataN_reg[7];
            dataN_reg[7] <= dataN_reg[0];
        end
        if(mod == 1'b1)
            mod <= 1'b0;
        else
            mod <= mod_next;
        countA <= countA_next;
        countC <= countC_next;
        fsm1 <= fsm1_next;
        fsm2 <= fsm2_next;
        MinCost1 <= MinCost1_next;
        MatchCount <= MatchCount_next;
        dataA <= dataA_next;
        dataB <= dataB_next;
    end
end
always@(*)
begin
    case(fsm2)
        3'd7:
        begin
            fsm2_next = 3'd0;
            countC_next = 4'd0; 
            MinCost1_next = MinCost1;
            MatchCount_next = MatchCount;
        end
        3'd0:
        begin
            if(countC == 4'd8)
            begin
                fsm2_next = 3'd1;
                countC_next = 4'd0;
                if(MinCost1 > sum_add_cost)
                begin
                    MinCost1_next = sum_add_cost;
                    MatchCount_next = 4'd1;
                end
                else if(MinCost1 == sum_add_cost)
                begin
                    MatchCount_next = MatchCount + 4'd1;
                    MinCost1_next = MinCost1;
                end 
                else
                begin
                    MinCost1_next = MinCost1;
                    MatchCount_next = MatchCount;
                end
            end
            else
            begin
                if(MinCost1 != 11'h400 && MinCost1 < sum_add_cost)
                    fsm2_next = 3'd1;
                else
                    fsm2_next = fsm2;
                countC_next = countC + 4'd1; 
                MinCost1_next = MinCost1;
                MatchCount_next = MatchCount;
            end
        end
        3'd1:
        begin
            if(
                dataN[0] == 3'd7 &&
                dataN[1] == 3'd6 &&
                dataN[2] == 3'd5 &&
                dataN[3] == 3'd4 &&
                dataN[4] == 3'd3 &&
                dataN[5] == 3'd2 &&
                dataN[6] == 3'd1 &&
                dataN[7] == 3'd0
            )
            begin
                fsm2_next = 3'd2;
                countC_next =  4'd0;
                MinCost1_next = MinCost1;
                MatchCount_next = MatchCount;
            end
            else
            begin
                if(mod)
                begin
                    fsm2_next = 3'd0;
                    countC_next = 4'd0; 
                    MinCost1_next = MinCost1;
                    MatchCount_next = MatchCount;
                end
                else
                begin
                    fsm2_next = fsm2;
                    countC_next = countC; 
                    MinCost1_next = MinCost1;
                    MatchCount_next = MatchCount;
                end
            end
        end
        default:
        begin
            fsm2_next = fsm2;
            countC_next = countC; 
            MinCost1_next = MinCost1;
            MatchCount_next = MatchCount;
        end
    endcase
end
always@(*)
begin
    if(dataN[6] < dataN[7])
    begin
        dataC = 3'd6;
    end
    else if(dataN[5] < dataN[6])
    begin
        dataC = 3'd5;
    end
    else if(dataN[4] < dataN[5])
    begin
        dataC = 3'd4;
    end
    else if(dataN[3] < dataN[4])
    begin
        dataC = 3'd3;
    end
    else if(dataN[2] < dataN[3])
    begin
        dataC = 3'd2;
    end
    else if(dataN[1] < dataN[2])
    begin
        dataC = 3'd1;
    end
    else
    begin
        dataC = 3'd0;
    end
end
always@(*)
begin
    case(fsm1)
        3'd0:
        begin
            mod_next = mod;
            if(countA == dataC)
            begin
                countA_next = countA;
                dataA_next = dataC;
                dataB_next = dataB;
                fsm1_next = 3'd1;
                ch = 1'b1;
            end
            else
            begin
                countA_next = countA - 3'd1;
                fsm1_next = fsm1;
                ch = 1'b0;
                if(dataN[dataC] < dataN[countA] && dataN[countA] <= dataA)
                begin
                    dataA_next = dataN[countA];
                    dataB_next = countA;
                end
                else
                begin
                    dataA_next = dataA;
                    dataB_next = dataB;
                end
            end
        end
        3'd1:
        begin
            countA_next = countA;
            dataA_next = dataA;
            dataB_next = dataB;
            fsm1_next = 3'd2;
            mod_next = mod;
            ch = 1'b0;
        end
        3'd2:
        begin
            ch = 1'b0;
            if(fsm2 != 3'd0)
            begin
                fsm1_next = 3'd0;
                countA_next = 3'd7;
                dataA_next = 3'd7;
                dataB_next = 3'd0;
                mod_next = 1'b1;
            end
            else
            begin
                fsm1_next = fsm1;
                countA_next = countA;
                dataA_next = dataA;
                dataB_next = dataB;
                mod_next = mod;
            end
        end 
        default:
        begin
            countA_next = countA;
            dataA_next = dataA;
            dataB_next = dataB;
            fsm1_next = fsm1;
            mod_next = mod;
            ch = 1'b0;
        end 
    endcase
end
endmodule
==> flow/run.sh <==
#!/bin/bash
# OpenROAD 26Q1-2900-gdf79404cd8, Yosys 0.63+post, stock flow scripts
make -C /OpenROAD-flow-scripts/flow DESIGN_CONFIG=/design/flow/config.mk WORK_HOME=/design/flow/orfs finish
==> flow/config.mk <==
export PLATFORM = sky130hd
export DESIGN_NAME = JAM
export DESIGN_NICKNAME = JAM
export VERILOG_FILES = /design/flow/design.v
export SDC_FILE = /design/flow/constraint.sdc
export NUM_CORES = 4
export LEC_CHECK = 1
export CORE_UTILIZATION = 50
==> flow/constraint.sdc <==
current_design JAM

set clk_period 7.1
set clk_io_pct 0.2

create_clock -name clk0 -period $clk_period [get_ports {CLK}]

set non_clock_inputs [all_inputs -no_clocks]
set_input_delay [expr $clk_period * $clk_io_pct] -clock clk0 $non_clock_inputs
set_output_delay [expr $clk_period * $clk_io_pct] -clock clk0 [all_outputs]
==> flow_summary_export.csv <==
group,metric,value,unit
run_status,run_status,"finished, final reports clean",
setup_path,r2r_setup_slack,2.44,ns
placement,pre_cts_ws,1.61,ns
placement,weighted_congestion_at_the_end_of_routability_driven_global_placement,1.02,
power,power.density_cell_area,136,nW/µm²
setup_path,timing.setup.critical_path_class,"input port to flip-flop",
global_route,globalRoute.totalOverflow,0,
clocking,post_cts_resized,0,
drt,wl_per_cell,21.9,µm
drt,detail_route.vias_per_cell,6.32,
timing,grt_setup_unrepaired,"false",
global_route,grt_antenna_before_repair,1,
clocking,cts_hold_buffers,0,
die,num_io_pins,30,
die,chipArea,15100,µm²
timing,fin_crit_sh,72.6,%
power,total_chip_power,1.06,mW
clocking,max-clock-path-buffers,2,
clocking,cts_buffers,9,
setup_path,critical_path.reg2reg.startpoint,"dataN[7][2]$_DFF_PP1_",
drt,drc_errors,0,
hold_path,holdCritPathClass,"flip-flop to flip-flop",
timing,setup_tns,0,ns
power,seq_power_share,50.1,%
power,internal_power,0.826,mW
yosys,area_fraction_of_the_dominant_cell_type_after_synthesis,19.5,%
yosys,syn_inst,853,
timing,final_hold_violating_endpoints,0,
yosys,syn-cell-area,7300,µm²
yosys,post-synth-top-area-cell,"dfrtp_1",
placement,place_inst,1003,
drt,initialDrtViolationCount,707,
placement,hpwlAfterDp,15.5,mm
power,power_switching,0.234,mW
yosys,ys_cells,853,
finish,largest_register_ff_count,48,
power,power_frac_comb,2.6,%
clocking,cts.repair_timing.setup_buffer_count,0,
timing,timing.clock.skew,0.0155,ns
die,dieWidth,123,µm
finish,instances_no_fill,1019,
global_route,grtUsageTotal,32.4,%
die,fp.dieH,123,µm
setup_path,required,7.32,ns
power,power.switching_fraction,22.1,%
finish,areaGrowthSynthToFinish,7.08,%
die,initCoreUtil,52.0,%
finish,post_route_core_utilization,55.7,%
clocking,cts-root-buf,"clkbuf_16",
placement,post_dp_cell_area,7520,µm²
setup_path,crit_chain,"clkdlybuf4s50_1 -> ha_1 -> fa_1 -> a21o_1 -> a21oi_1 -> o21bai_1 -> a21oi_1 -> nor2b_1 -> o21ai_0 -> xor2_1 -> ha_1 -> and3_1 -> nand2_1 -> nor3_1 -> nor2_1 -> a21boi_0 -> o21ai_0",
placement,io_buffer_count,29,
die,rows,43,
drt,antenna_fix_cells,0,
yosys,synth.yosys.warnings,3,
setup_path,cp.buffers_inverters,1,
setup_path,worstSetupEndpoint,"MatchCount[3]$_DFFE_PP0P_",
clocking,tritoncts,"yes",
timing,setup_viol,0,
drt,vias,6442,
yosys,ys_seq_elements,93,
setup_path,critical_path_arrival,5.37,ns
yosys,synthDistinctLibCells,85,
run,stage_log_warnings,30,
clocking,clock_sinks,93,
yosys,netlist_top_cells_count,"nand2_1 (110), o21ai_0 (79), dfrtp_1 (57)",
setup_path,reg2regPathDepth,14,
yosys,synth-seq-area-share,32.5,%
global_route,grt_max_degree,57,
yosys,edf_count,0,
timing,worstMarginPinSlew,0.868,ns
clocking,cts_htree_levels,3,
global_route,first_global_vias,6146,
power,share_clk_of_total_power,47.3,%
power,power.ir.vdd_worst,0.124,mV
setup_path,crit_slowest_cell,"nor3_1",
setup_path,critPathTopFamily,"AND-OR/OR-AND gates",
yosys,ff_type,"dfrtp_1",
drt,drt_pass1_iterations,6,
finish,num-fill-cells,1247,
yosys,post-synth-top-count-cell,"nand2_1",
run,drv.max_cap_violation_count,0,
clocking,clkSlewWorstSetupHoldPaths,0.07,ns
setup_path,crit_path_end_kind,"flip-flop",
die,core_region_area,14000,µm²
setup_path,critical_path_cell_count,17,
setup_path,critPathMaxFanout,5,
drt,antenna_left,0,
yosys,synth_async_sr_flop_share,100,%
global_route,grt_pass1_wl,34.9,mm
setup_path,critPathLaunch,"Cost[0]",
setup_path,critical_path.reg2reg.endpoint,"dataA[1]$_DFFE_PP1P_",
timing,slew-limit-headroom,41.5,%
finish,finalInstanceArea,7820,µm²
drt,routed_wirelength,22.3,mm
yosys,synth_area_per_cell,8.56,µm²
yosys,synth.top_cells.by_area,"dfrtp_1 (20%), dfstp_2 (13%), ha_1 (7.2%)",
yosys,synth_chip_area,7300,µm²
timing,post-route-worst-setup-slack,1.95,ns
timing,fin_crit,5.15,ns
finish,logic_area,4390,µm²
finish,sequential_cell_area,2370,µm²
setup_path,timing.critical_path.from_type,"input port",
setup_path,timing.critical_path.slowest_cell_delay,0.44,ns
power,power_leakage,3.25,nW
timing,hold_ws,0.492,ns
finish,layout-drive-gt1-share,11.3,%
clocking,worstSkewPairLatency,0.36,ns
timing,fmax,194,MHz
timing,final-max-slew-violation-count,0,
[final cells by class]
type	instances	area share [%]
tap	180	2.88
timing repair buffer	36	4.39
clock inverter	3	0.592
sequential	93	30.4
inverter	51	2.48
clock buffer	13	3.20
multi-input combinational	643	56.1
[layer usage]
metal	part of all wire, %	GRT usage, %	up-vias
met1	43	47.1	3033
met4	3.1	9.53	0
met3	9.0	7.92	49
li1	-	-	3058
met2	44	49.2	302
met5	0	0	-
[power by group through the flow]
stage | logic (mW) | registers, mW | clock network (mW)
after global routing | 0.0322 | 0.531 | 0.534
final | 0.0278 | 0.531 | 0.502
after CTS | 0.0286 | 0.531 | 0.515
[how the worst min path moves through the flow]
stage,from,endpoint,cells past startpoint
6_report,MinCost1[10]$_DFFE_PP1P_,MinCost1[10]$_DFFE_PP1P_,1
4_1_cts,MinCost1[10]$_DFFE_PP1P_,MinCost1[10]$_DFFE_PP1P_,1
5_1_grt,MinCost1[10]$_DFFE_PP1P_,MinCost1[10]$_DFFE_PP1P_,1
[logic make-up (layout without fill, tap and decap cells)]
kind of cell | after synthesis | count (layout) | synth area share (%)
DFF | 93 | 93 | 32.5
xor gates and xnor gates | 9 | 9 | 1.08
buffers and inverters | 117 | 103 | 7.49
muxes | 56 | 56 | 7.87
AOI/OAI and AO/OA | 270 | 270 | 25.2
adders and majority gates | 43 | 43 | 7.47
and+or+nand+nor | 265 | 265 | 18.4
[placed cells by master, fill, tap and decap left out, types with 6 or more instances in the layout]
cell type / instances
nand3_1: 28
nor2_1: 41
o21a_1: 12
clkbuf_16: 9
clkdlybuf4s50_1: 29
o21ai_0: 79
dfstp_2: 36
a21o_1: 10
nand2b_1: 7
nor2b_1: 12
buf_4: 7
a211oi_1: 9
o211ai_1: 6
a221oi_1: 14
o21ai_1: 9
a21oi_1: 42
inv_1: 48
dfrtp_1: 57
a22oi_1: 11
nor3_1: 15
nand2_1: 110
ha_1: 42
and2_1: 8
o22ai_1: 13
mux2i_1: 50
Power and IR drop assume default switching activity.
